==> design/flow/design.v <==
module dct_v2(
   input clk,	
	input reset,
   input start,
	input [7:0]data_in,
   output finish,
   output exportProduct,
	output signed [31:0] data_out
);
   wire [1:0] control;
   wire load_control;
   wire load_finished;
   wire one_dct_finished;
   wire transpose_finished;
   dct_controller ctrl (
      .clk (clk),
      .reset (reset),
      .start (start),
      .transpose_finished (transpose_finished),
      .one_dct_finished (one_dct_finished),
      .load_finished (load_finished),
      .control (control),
      .load_control (load_control),
      .exportProduct (exportProduct),
      .finish (finish)
   );
   datapath dtp(
      .clk (clk),
      .reset (reset),
      .data_in (data_in),
      .control (control),
      .load_control (load_control),
      .transpose_finished (transpose_finished),
      .one_dct_finished (one_dct_finished),
      .load_finished (load_finished),
      .product (data_out)
   );
endmodule
module dct_controller(
   input clk,
   input reset,
   input start,
   input transpose_finished,
   input one_dct_finished,
   input load_finished,
   output reg [1:0] control,
   output reg load_control,
   output reg exportProduct,
   output reg finish
);
   localparam  IDLE  = 2'b00,
               LOAD  = 2'b01,
               ONE_DCT   = 2'b10,
               TRANSPOSE = 2'b11;
   reg [1:0] state, next_state;
   integer transpose_cnt = 0;
   integer one_dct_cnt = 0;
   always @(posedge clk or negedge reset) begin : proc_state
   if(~reset) begin
      state <= 0;
   end else begin
      state <= next_state;
   end
   end
   always @(*) begin
      next_state  = IDLE;
      finish      = 0;
      control = 0;
      load_control = 0;
      exportProduct = 0;
      one_dct_cnt = one_dct_cnt;
      transpose_cnt = transpose_cnt;
      case (state)
         IDLE: begin
            if(start) begin
               next_state = LOAD;
            end
            else begin
               next_state = IDLE;
            end
         end
         LOAD: begin
            control = 2'b01;
            if(transpose_cnt >= 2) begin
               load_control = 1;
               exportProduct = 1;
            end
            if(load_finished) begin
               if(transpose_cnt < 2) begin
                  next_state = ONE_DCT;
               end
               else begin
                  finish = 1;
                  next_state = IDLE;
               end
            end
            else begin
               next_state = LOAD;
            end
         end
         ONE_DCT: begin
            control = 2'b10;
            if(one_dct_finished) begin 
               next_state = TRANSPOSE;
            end
            else begin
               next_state = ONE_DCT;
            end
         end
         TRANSPOSE: begin
            control = 2'b11;
           if(transpose_finished) begin
               transpose_cnt = transpose_cnt + 1;
               if(transpose_cnt < 2) begin
                  next_state = ONE_DCT;
               end
               else begin
                  next_state = LOAD;
               end
            end
            else begin
               next_state = TRANSPOSE;
            end
         end
      endcase
   end
endmodule
module datapath (
   input clk,
   input reset,
   input [7:0] data_in,
   input [1:0] control,
   input load_control,
   output reg load_finished,
   output reg transpose_finished,
   output reg one_dct_finished,
   output reg signed [31:0] product
);
localparam  IDLE  = 2'b00,
            LOAD  = 2'b01,
            ONE_DCT   = 2'b10,
            TRANSPOSE = 2'b11;
reg signed [31:0] data [63:0];
integer i;
integer j;
reg signed [31:0] a;
reg signed [31:0] x0,x1,x2,x3,x4,x5,x6,x7;
wire signed [31:0] y0,y1,y2,y3,y4,y5,y6,y7;
wire oft;
one_dct o1(
   .clk (clk),
   .oft (oft),
   .reset (reset),
   .x0 (x0),
   .x1 (x1),
   .x2 (x2),
   .x3 (x3),
   .x4 (x4),
   .x5 (x5),
   .x6 (x6),
   .x7 (x7),
   .y0 (y0),
   .y1 (y1),
   .y2 (y2),
   .y3 (y3),
   .y4 (y4),
   .y5 (y5),
   .y6 (y6),
   .y7 (y7)
);
always @(control, load_control) begin
   load_finished = 0;
   transpose_finished = 0;
   one_dct_finished = 0;
   i = 0;
   j = 0;
end
always @(posedge clk or negedge reset) begin 
   if(~reset) begin
      for(j = 0; j < 64; j = j + 1) begin
         data[j] <= 0;
         a <= 0;
      end
      j = 0;
   end
   else begin 
      if(control == LOAD ) begin
         if(!load_control) begin 
            a [27:20] = data_in;
            data[i] = a;
            i = i + 1;
            if(i == 64) begin
               load_finished <= 1;
            end
         end else begin
            product <= data[i];
            i = i + 1; 
            if(i == 64) begin
               load_finished <= 1;
            end
         end
      end
      if(control == ONE_DCT) begin
         if(i <= 8) begin 
            x0 <= data[i * 8 ];
            x1 <= data[i * 8 + 1];
            x2 <= data[i * 8 + 2];
            x3 <= data[i * 8 + 3];
            x4 <= data[i * 8 + 4];
            x5 <= data[i * 8 + 5];
            x6 <= data[i * 8 + 6];
            x7 <= data[i * 8 + 7];
         end
         if(oft) begin            
            data[(i - 1) * 8] = y0;
            data[(i - 1) * 8 + 1] = y1;
            data[(i - 1) * 8 + 2] = y2;
            data[(i - 1) * 8 + 3] = y3;
            data[(i - 1) * 8 + 4] = y4;
            data[(i - 1) * 8 + 5] = y5;
            data[(i - 1) * 8 + 6] = y6;
            data[(i - 1) * 8 + 7] = y7;
            i = i + 1;
         end
         if(i > 8 ) begin
            one_dct_finished <= 1;
            x0 <= 0;      
            x1 <= 0;
            x2 <= 0;
            x3 <= 0;
            x4 <= 0;
            x5 <= 0;
            x6 <= 0;
            x7 <= 0;
         end
      end
      else begin
         x0 <= 0;
         x1 <= 0;
         x2 <= 0;
         x3 <= 0;
         x4 <= 0;
         x5 <= 0;
         x6 <= 0;
         x7 <= 0;
      end
      if(control == TRANSPOSE) begin 
         data[i * 8 + j] <= data[j * 8 + i];
         data[j * 8 + i] <= data[i * 8 + j];
         j = j + 1;
         if(j == 8) begin 
            i = i + 1;
            j = i;
            if (i == 8 ) begin
               transpose_finished <= 1;
            end
         end
      end
   end
end
endmodule
module one_dct (
   input clk,
   input reset,
   input signed [31:0]x0,x1,x2,x3,x4,x5,x6,x7,
   output reg oft,
	output reg signed [31:0]y0,y1,y2,y3,y4,y5,y6,y7 
);
reg signed [31:0] btsum1, btsum2, btsum3, btsum4,
                  btsub1, btsub2, btsub3, btsub4,
                  btsum5, btsum6, btsub5, btsub6,
                  btsum7, btsum8, btsum9, btsum10,
                  btsub7, btsub8, btsub9, btsub10, b1,b2,b3,b4;
reg signed [63:0] c_x1, c_x2, c_x3, c_x4, c_x5, c_x6,
                  c_y1, c_y2, c_y3, c_y4, c_y5, c_y6,
                  a0, a1, a2, a3, a4, a5, a6, a7;
reg signed [127:0] b3_ovf;
wire signed [31:0] half = 32'b00000000000010000000000000000000;
wire signed [63:0] half_ovf = 64'b0000000000000000000000001000000000000000000000000000000000000000;
wire signed [31:0] 
   cos_1 = 32'b00000000000010110101000001001111,
   sin_1 = 32'b00000000000010110101000001001111,
   cos_2 = 32'b00000000000001100001111101111000,
   sin_2 = 32'b00000000000011101100100000110101,
   cos_3 = 32'b00000000000000110001111100010111,
   sin_3 = 32'b00000000000011111011000101001011,
   cos_4 = 32'b00000000000011010100110110110011,
   sin_4 = 32'b00000000000010001110001110011101;
always @(posedge clk or negedge reset) begin
   if(~reset) begin
      y0 <= 0;
      y1 <= 0;
      y2 <= 0;
      y3 <= 0;
      y4 <= 0;
      y5 <= 0;
      y6 <= 0;
      y7 <= 0;
      oft <= 0;
   end
end
always @(*) begin
   oft = 0;
   btsum1 = x0 + x7;
   btsub1 = x0 - x7;
   btsum2 = x1 + x6;
   btsub2 = x1 - x6;
   btsum3 = x2 + x5;
   btsub3 = x2 - x5;
   btsum4 = x3 + x4;
   btsub4 = x3 - x4;
   btsum5 = btsum1 + btsum4;
   btsub5 = btsum1 - btsum4;
   btsum6 = btsum2 + btsum3;
   btsub6 = btsum2 - btsum3; 
   c_x3 = (btsub1 * cos_3 - btsub4 * sin_3);
   c_y3 = (btsub1 * sin_3 + btsub4 * cos_3);
   c_x4 = (btsub3 * cos_4 - btsub2 * sin_4);
   c_y4 = (btsub3 * sin_4 + btsub2 * cos_4);
   c_x5 = (btsub1 * cos_4 - btsub4 * sin_4);
   c_y5 = (btsub1 * sin_4 + btsub4 * cos_4);
   c_x6 = (btsub3 * cos_3 - btsub2 * sin_3);
   c_y6 = (btsub3 * sin_3 + btsub2 * cos_3);
   btsum7 = c_y3[51:20] + c_y4[51:20];
   btsum8 = c_x3[51:20] + c_x4[51:20];
   btsub9 = c_x5[51:20] - c_y6[51:20];
   btsum10 = c_y5[51:20] + c_x6[51:20];
   c_x1 = (btsum5 * cos_1 - btsum6 * sin_1);
   c_y1 = (btsum5 * sin_1 + btsum6 * cos_1);
   c_x2 = (btsub5 * cos_2 - btsub6 * sin_2);
   c_y2 = (btsub5 * sin_2 + btsub6 * cos_2);
   b3_ovf = c_y1 * half_ovf;
   b1 = c_x1[51:20];
   b2 = c_y2[51:20];
   b3 = c_y1[51:20];
   b4 = c_x2[51:20];
   a0 = b3_ovf[103:40];
   a4 = b1 * half;
   a6 = b4  * half;
   a2 = b2 * half;
   a1 = btsum7 * half;
   a7 = btsum8 * half;
   a3 = btsub9 * half;
   a5 = btsum10 * half;
   y0 = a0[51:20];
   y4 = a4[51:20];
   y6 = a6[51:20];
   y2 = a2[51:20];
   y1 = a1[51:20];
   y7 = a7[51:20];
   y3 = a3[51:20];
   y5 = a5[51:20];
   oft = 1;
end
endmodule
==> design/flow/run.sh <==
#!/bin/bash
# OpenROAD 26Q1-2900-gdf79404cd8, Yosys 0.63+post, stock flow scripts
make -C /OpenROAD-flow-scripts/flow DESIGN_CONFIG=/design/flow/config.mk WORK_HOME=/design/flow/orfs finish
==> design/flow/config.mk <==
export PLATFORM = sky130hd
export DESIGN_NAME = dct_v2
export DESIGN_NICKNAME = dct_v2
export VERILOG_FILES = /design/flow/design.v
export SDC_FILE = /design/flow/constraint.sdc
export NUM_CORES = 4
export LEC_CHECK = 1
export CORE_UTILIZATION = 40
==> design/flow/constraint.sdc <==
current_design dct_v2

set clk_period 2.1
set clk_io_pct 0.2

create_clock -name clk0 -period $clk_period [get_ports {clk}]

set non_clock_inputs [all_inputs -no_clocks]
set_input_delay [expr $clk_period * $clk_io_pct] -clock clk0 $non_clock_inputs
set_output_delay [expr $clk_period * $clk_io_pct] -clock clk0 [all_outputs]
==> CHANGELOG.md <==
## Implementation

- Outcome: completed
- Final period util: 85.7%
- Synth-to-layout area growth: 9.93%
- Clock latency on the worst-skew pair: 0.25 ns
- N_diodes: 0
- Clk buf depth: 2
- R2R cell count: 4
- Critical path data arrival time: 1.38 ns
- Asr flop ratio synth: ~20%
- Initial antenna violation count: 0
- Max Clk Rate: 0.555 GHz
- Final setup fails: 0
- Static Leak: 0.945 nW
- TritonCTS clock tree: built
- Die Height: about 76 microns
- Seq cells post-synth: approximately 50
- Yosys xor share: 11.9%
- Unique cell types: 33
- Share of cells above drive strength 1: 9.62%
- Post-route setup TNS: 0 ns
- Seq pwr share: 58.3%
- Mux share: 0%
- Average cell area after synthesis: roughly 10 sq um
- Area leader share: 21.8%
- Top cells, area: dlxtn_1 22%, edfxtp_1 11%, xnor2_1 11%
- Htree depth: 1
- Crit start category: flop
- Cts hold-fix bufs: 0
- Die width: 76.2 microns
- Clock Pin Slew Worst Setup and Hold Paths: 0.07 ns
- Sw frac: 18.3%
- # Cells Yosys: 219
- Critical Path Sink Type: primary output
- Chip Footprint: 5810 sq um
- Synth top cell by count: dlxtn_1
- Critical path fanouts, max: 4
- Post_cts resized: 0
- Final wirelength: 3.57 mm
- Simple share: 25.8%
- Cts bufs inserted: 3
- Crit path time final: approximately 1.8 ns
- I/O pins: 45
- Routed WL per cell: 11.5 microns
- Gpl congestion: roughly 0.77
- R2R Setup Slk: ~0.55 ns
- Post-Synthesis Cells: 219
- First-pass GRT wire length: 6.42 mm
- Fillers: 510
- P_sw: 115 uW
- Overflow after GRT: 0
- # DRC: 0
- Pwr dens: 259 nW/um^2
- Comb pwr share: 4.0%
- Total track usage: 13.7%
- Clock skew: 0.00554 ns
- Port bufs: 19
- Ys flop type: dlxtn_1
- Unrepaired setup endpoints after global routing: no
- Max-cap violations: 0
- Floorplan core density: 42.4%
- Via count: approximately 1500
- Largest net degree at the start of global routing: 33
- WS Path Type: reg -> out
- Post-DP HPWL: 2.68 mm
- RR Endpoint: dtp.product[23]
- Yosys adder share: 1.14%
- Hold Fails Final Rpt: 0
- Crit path to: exportProduct
- Internal power: 513 uW
- Post-synthesis chip area from yosys: ~2200 sq um
- Reg-to-reg startpoint: ctrl.state[0]
- Endpoints left unconstrained: 32
- Top logic family: simple AND/OR/NAND/NOR gates
- Antenna Nets Post-Route: 0
- Tool warnings: 26
- Root buffer cell: clkbuf_8
- Critical Path RT: 1.68 ns
- Vias per cell: 4.85
- Synth Area in Compound Gates: 6.58%
- Yosys Warn Count: about 530
- Critical Path Start: ctrl.state[0]
- Leading area contributor after synthesis: dlxtn_1
- EDFF count, synth: 8
- Clock share of power: 37.7%
- Pre-antenna DRT Iters: 4
- DRT iter0 DRCs: 86
- Worst IR Drop VDD: 213 uV
- FP Rows: 26
- Register pins left without a clock: 32
- Finished Core Util: 46.6%
- Final slew viol count: 0
- HP Class: in -> async
- Post-CTS setup buffer count: 0
- Post-synth top cells: 32 x dlxtn_1, 27 x xnor2_1, 25 x buf_4
- Vias in the first global route: 1352
- Area of the core: roughly 5200 sq um
- Netlist Area Pre-Place: 2200 sq um
[power by group through the flow]
stage     sequential (mW)  clock (mW)  combinational (mW)
4_1_cts             0.365       0.246              0.0261
5_1_grt             0.365       0.264              0.0298
6_report            0.366       0.237              0.0251
[worst max-delay path, stage by stage, from the launching register on]
cell	delay, ns
dfstp_2	0.38
nor2_1	0.12
o21a_1	0.17
clkdlybuf4s50_1	0.47
[cell families after synthesis]
logic type / after synthesis
DFF: 18
and+or+nand+nor: 85
AOI/OAI and AO/OA: 18
latches: 32
xor gates and xnor gates: 30
adders and majority gates: 2
buffers and inverters: 33
other: 1
[stage by stage]
stage,setup WS [ns],cells,hold slack [ns],power [mW],instance area (sq um)
floorplan,0.477,243,0.124,0.406,2290
global placement,0.526,305,0.464,0.399,2380
detailed placement,0.492,305,0.466,0.398,2380
CTS,0.285,309,0.479,0.637,2420
global route,0.212,309,0.505,0.659,2420
finish,0.300,309,0.480,0.628,2420
[sequential cells by signal, indices dropped and copies added (netlist names)]
name,cells
dtp.product,8
ctrl.transpose_cnt,32
ctrl.state,2
dtp.data,8
[worst min path at each step]
| stage | from | endpoint | slack (ns) |
|---|---|---|---|
| 4_1_cts | reset | dtp.data[0][22] | 0.48 |
| 5_1_grt | reset | dtp.data[0][22] | 0.51 |
| 6_report | reset | dtp.data[0][22] | 0.48 |
[routing by layer]
metal / GRT usage, % / share of wire, % / wire, microns / up-vias
met4: 0.769 / 0.56 / 20 / 0
met5: 0 / 0 / 0 / -
met3: 2.07 / 3.9 / 139 / 2
met2: 20.5 / 45 / 1600 / 39
met1: 23.0 / 51 / 1810 / 685
li1: - / - / - / 773
[layout make-up]
class                   count  area [sq um]  share of cell area, %
multi-input cells         160          1090                   45.2
flip-flops and latches     50           972                   40.1
repair buffers             22           213                   8.78
well taps                  70          87.6                   3.61
clock buffers               3          41.3                   1.70
inverters                   3          11.3                  0.465
clock inverters             1          3.75                  0.155
[cell usage in the layout, fill, tap and decap left out, drive strengths merged, types with 4 or more instances in the layout]
cell	synthesis	layout
nand3	15	15
nor4	11	11
nand2	19	19
xnor2	27	27
o211ai	16	16
nand2b	8	8
edfxtp	8	8
and4	5	5
nand4	14	14
dlxtn	32	32
and3	4	4
clkdlybuf4s50	0	19
dfrtp	9	9
conb	1	25
Power and IR drop assume default switching activity.
